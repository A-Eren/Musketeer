==> ./design.v <==
package riscv_pkg;
  localparam logic [6:0] OPCODE_OP       = 7'b0110011;  
  localparam logic [6:0] OPCODE_OP_IMM   = 7'b0010011;  
  localparam logic [6:0] OPCODE_LOAD     = 7'b0000011;
  localparam logic [6:0] OPCODE_STORE    = 7'b0100011;
  localparam logic [6:0] OPCODE_BRANCH   = 7'b1100011;
  localparam logic [6:0] OPCODE_JALR     = 7'b1100111;
  localparam logic [6:0] OPCODE_JAL      = 7'b1101111;
  localparam logic [6:0] OPCODE_LUI      = 7'b0110111;
  localparam logic [6:0] OPCODE_AUIPC    = 7'b0010111;
  localparam int FUNCT7_ALT_BIT = 5;  
  typedef enum logic [4:0] {
    ALU_ADD      = 5'd0,
    ALU_SUB      = 5'd1,
    ALU_AND      = 5'd2,
    ALU_OR       = 5'd3,
    ALU_XOR      = 5'd4,
    ALU_SLL      = 5'd5,
    ALU_SRL      = 5'd6,
    ALU_SRA      = 5'd7,
    ALU_SLT      = 5'd8,    
    ALU_SLTU     = 5'd9,    
    ALU_COPY_A   = 5'd10,
    ALU_COPY_B   = 5'd11
  } alu_op_t;
  localparam logic [2:0] LSU_LB  = 3'b000;
  localparam logic [2:0] LSU_LH  = 3'b001;
  localparam logic [2:0] LSU_LW  = 3'b010;
  localparam logic [2:0] LSU_LBU = 3'b100;
  localparam logic [2:0] LSU_LHU = 3'b101;  
  localparam logic [2:0] LSU_SB  = 3'b000;
  localparam logic [2:0] LSU_SH  = 3'b001;
  localparam logic [2:0] LSU_SW  = 3'b010;
  typedef enum logic [0:0] {
    SRC_A_RS1 = 1'b0,
    SRC_A_PC  = 1'b1
  } src_a_sel_t;
  typedef enum logic [0:0] {
    SRC_B_RS2 = 1'b0,
    SRC_B_IMM = 1'b1
  } src_b_sel_t;
  typedef enum logic [1:0] {
    WB_ALU = 2'd0,
    WB_MEM = 2'd1,
    WB_PC4 = 2'd2
  } wb_sel_t;
  localparam logic [2:0] F3_BEQ  = 3'b000;
  localparam logic [2:0] F3_BNE  = 3'b001;
  localparam logic [2:0] F3_BLT  = 3'b100;
  localparam logic [2:0] F3_BGE  = 3'b101;
  localparam logic [2:0] F3_BLTU = 3'b110;
  localparam logic [2:0] F3_BGEU = 3'b111;
endpackage
module Pipe_Registers #(
  parameter type T = logic [31:0],
  parameter T RESET_VAL = '0,
  parameter T FLUSH_VAL = '0
) (
  input  logic clk,
  input  logic rst_n,    
  input  logic stall,   
  input  logic flush,   
  input  T     d,
  output T     q
);
  always_ff @(posedge clk or negedge rst_n) begin
    if (!rst_n) begin
      q <= RESET_VAL;
    end
    else if (flush) begin
      q <= FLUSH_VAL;
    end
    else if (!stall) begin
      q <= d;
    end
  end
endmodule
==> ./run.sh <==
#!/bin/bash
# OpenROAD 26Q1-2900-gdf79404cd8, Yosys 0.63+post, stock flow scripts
make -C /OpenROAD-flow-scripts/flow DESIGN_CONFIG=/design/flow/config.mk WORK_HOME=/design/flow/orfs finish
==> ./config.mk <==
export PLATFORM = sky130hd
export DESIGN_NAME = Pipe_Registers
export DESIGN_NICKNAME = Pipe_Registers
export VERILOG_FILES = /design/flow/design.v
export SDC_FILE = /design/flow/constraint.sdc
export NUM_CORES = 4
export LEC_CHECK = 1
export CORE_UTILIZATION = 30
export SYNTH_HDL_FRONTEND = slang
==> ./constraint.sdc <==
current_design Pipe_Registers

set clk_period 1.3
set clk_io_pct 0.2

create_clock -name clk0 -period $clk_period [get_ports {clk}]

set non_clock_inputs [all_inputs -no_clocks]
set_input_delay [expr $clk_period * $clk_io_pct] -clock clk0 $non_clock_inputs
set_output_delay [expr $clk_period * $clk_io_pct] -clock clk0 [all_outputs]
==> run notes <==
run metrics: outcome=completed, cell family with most CP delay=flip-flops, clk_skew=0 ns, period utilization=89.9%, largest registers=q: 32 flops, MaxCap Viol Count=0, DR WL/cell=12.5 microns, setup ws final=0.131 ns, gr usage total=13.5%, DR vias=976, setup TNS=0 ns, vias in the first global route=955, Crit Path Class=reg -> out, 1st-pass router iterations=3, RD Place Congestion=0.711, critical path peak fanout=2, Synth Instances=103, R2R setup slack=0.51 ns, fmax=856 MHz, largest net degree at the start of global routing=33, tool warnings=25, Vert. Die Dim=68.4 microns, Biggest register=q, number of diodes=0, post-route cell area=2100 sq um, clock root buffer=clkbuf_8, CTS tree=done, startpoint type of the worst setup path=register, Largest register FFs=32, Final Max Slew Viols=0, Reg area=801 sq um, Mean Syn Cell Area=12.9 sq um, CP required=1.04 ns, final hold viol count=0, first-pass GRT wire length=4.49 mm, Pwr Total=2.18 mW, min cycle time layout=1.17 ns, Yosys cell types=6, mapped cell area=1320 sq um, measured slew at the worst slew-check pin=0.226 ns, Clock Path Buffers=2, ys cells=103, placed inst area=2030 sq um, Core Box Area=4120 sq um, WHS=0.348 ns, Critical Path Sink Type=output pin, DIE WIDTH=68.4 microns, row cnt=23, PwrDens=1040 nW/um^2, Final setup violation count=0, Late-Pin Clk Latency=0.28 ns, chip area=4680 sq um, Reg2Reg Depth=3, I/O pin cnt=68, Registers, synthesis=32, routed wire length=2.84 mm, Overflow after GRT=0, Synth Seq Share=60.5%, CP Cell Sequence=dlygate4sd2_1, DR vias/cell=4.30, antenna violations before repair=0, fin util=51.1%, CTS buffer count=5, Post-Layout Cell Count=227, Initial DRC Count=48, CTS clk-pin slew, worst paths=0.06 ns, RSZ-0062 raised after global routing=false, drt drc=0, fillcell total=373, CP Buf/Inv Count=1, Reg-to-Reg End=q[17], leakage=1.13 nW, TritonCTS Sinks=32, Worst Path Arrival=0.91 ns, Worst path max stage delay=0.39 ns, Worst Hold Class=in -> async, Slew headroom=84.9%, Yosys Chip Area=1320 sq um, share of cells above drive strength 1=7.34%, Multi-input gate area=440 sq um, Place WS=0.132 ns, antenna violation net count after detailed routing=0, worst r2r src=q[17], floorplan utilization=32.2%, CP max stage cell=dfrtp_1, Port Buffers=67, Detailed Place HPWL=1.95 mm, H-tree depth reported by CTS=2, area growth from synthesis to layout=58.8%, yosys warns=0, DP Cell Count=216, Peak VDD IR=0.000530 V
[synthesized netlist by cell type]
master	number	area, sq um
buf_12	3	60.1
dfrtp_1	32	801
mux2i_1	32	320
clkbuf_1	3	11.3
buf_6	1	11.3
nor2_1	32	120
[power breakdown]
group          internal (mW)  switching (mW)  total [mW]
Combinational          0.222           0.115       0.337
Sequential              1.05          0.0270        1.08
Clock                  0.431           0.329       0.759
Total                   1.71           0.470        2.18
[worst max-delay path by stage]
stage | start | to | cells after the start
after CTS | q[15] | q[15] | 1
after global routing | q[20] | q[20] | 1
final | q[15] | q[15] | 1
[kinds of logic (layout without fill, tap and decap cells)]
kind of cell           after synthesis  in the layout  share of synthesized area, %
multiplexers                        32             32                          24.2
flip-flops                          32             32                          60.5
AND/OR/NAND/NOR                     32             32                          9.07
buffers and inverters                7             81                          6.24
[per-layer routing]
metal  up-vias  GRT usage [%]  wire length, microns
met4         0           2.86                    71
met1       442           21.3                  1320
met5         -              0                     0
met3         8           2.87                   236
li1        483              -                     -
met2        43           19.6                  1220
[layout make-up]
type	instances	share of cell area, %
Tap cell	50	2.98
Clock buffer	8	4.29
Multi-Input combinational cell	64	21.0
Timing Repair Buffer	73	33.7
Sequential cell	32	38.1
[cells in the final DEF (no fill, tap or decap), drive strengths merged]
cell / n
clkbuf: 8
buf: 7
dlygate4sd2: 32
mux2i: 32
nor2: 32
dfrtp: 32
clkdlybuf4s50: 34
[timing repair]
item                                    CTS  global route
buffers inserted                          3             0
resized                                  32             0
endpoints found under the setup margin   32             0
hold buffers                              0             0
Power is estimated from default activity; no workload was simulated.
